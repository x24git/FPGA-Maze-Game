==> flow/design.v <==
`timescale 1ns / 1ps
module score(
    input move,
    input win,
    input rst,
	 input clk,
    output reg [3:0] anode,
    output reg [7:0] cathode
    );
reg [15:0] score;
reg first_move = 0;
initial score = 16'b1001100110011001;
reg clk_disp=0;
reg [20:0] clk_dispdv=0;
reg clk_one=0;
reg [27:0] clk_onedv=0;
always @ (posedge clk) begin
	clk_dispdv <= clk_dispdv +1;
	if(clk_dispdv == 200000) begin
		clk_disp <= ~clk_disp;
		clk_dispdv <= 0;
	end
	clk_onedv <= clk_onedv + 1;
	if(clk_onedv == 5000000) begin
		clk_one <= ~clk_one;
		clk_onedv <= 0;
	end
end
reg [1:0] move_on=0;
reg [1:0] time_on=0;
always @ (posedge clk) begin
	if(rst) begin 
		score = 16'b1001100110011001;
		first_move=0;
	end
	move_on = {move_on[0], move};
	time_on = {time_on[0], clk_one};
	if(move_on == 2'b01&& !win ) begin
				if(score[11:8] > 0)
					score[11:8] = score[11:8] - 1;
				else
				begin
					score[11:8] = 4'b1001;
					if(score[15:12] > 0)
						score[15:12] = score[15:12] - 1;
					else
						score[15:0] = 0;
				end
		first_move = 1;
	end
	if (score >=0 && time_on == 2'b01 && !win && first_move)begin
		if(score[3:0] > 0)
		score [3:0] = score[3:0] - 1;
		else
		begin
			score[3:0] = 4'b1001;
			if(score[7:4] > 0)
				score[7:4] = score[7:4] - 1;
			else
			begin
				score[7:4] = 4'b1001;
				if(score[11:8] > 0)
					score[11:8] = score[11:8] - 1;
				else
				begin
					score[11:8] = 4'b1001;
					if(score[15:12] > 0)
						score[15:12] = score[15:12] - 1;
					else
						score[15:0] = 0;
				end
			end
		end
	end
end
reg [1:0] counter=0;
reg [3:0] place =0;
reg [3:0] usedDigits=0;
always @ (posedge clk_disp) begin
	counter = counter + 1;
	case(counter)
		4'b00: begin 
					anode = 4'b1110;
					usedDigits = score[3:0];
				 end
		4'b01: begin
					anode = 4'b1101;
					usedDigits = score[7:4];
				 end
		4'b10: begin
					anode = 4'b1011;
					usedDigits = score[11:8];
				 end
		4'b11: begin
					anode = 4'b0111;
					usedDigits = score[15:12];
				 end
	endcase
	case(usedDigits)
		4'b0000: cathode = 8'b11000000;
		4'b0001: cathode = 8'b11111001;
		4'b0010: cathode = 8'b10100100;
		4'b0011: cathode = 8'b10110000;
		4'b0100: cathode = 8'b10011001;
		4'b0101: cathode = 8'b10010010;
		4'b0110: cathode = 8'b10000010;
		4'b0111: cathode = 8'b11111000;
		4'b1000: cathode = 8'b10000000;
		4'b1001: cathode = 8'b10010000;
		4'b1111: cathode = 8'b11111111;
	endcase
end
endmodule
==> flow/run.sh <==
#!/bin/bash
# OpenROAD 26Q1-2900-gdf79404cd8, Yosys 0.63+post, stock flow scripts
make -C /OpenROAD-flow-scripts/flow DESIGN_CONFIG=/design/flow/config.mk WORK_HOME=/design/flow/orfs finish
==> flow/config.mk <==
export PLATFORM = sky130hd
export DESIGN_NAME = score
export DESIGN_NICKNAME = score
export VERILOG_FILES = /design/flow/design.v
export SDC_FILE = /design/flow/constraint.sdc
export NUM_CORES = 4
export LEC_CHECK = 1
export CORE_UTILIZATION = 50
==> flow/constraint.sdc <==
current_design score

set clk_period 4.2
set clk_io_pct 0.2

create_clock -name clk0 -period $clk_period [get_ports {clk}]

set non_clock_inputs [all_inputs -no_clocks]
set_input_delay [expr $clk_period * $clk_io_pct] -clock clk0 $non_clock_inputs
set_output_delay [expr $clk_period * $clk_io_pct] -clock clk0 [all_outputs]
==> summary.txt <==
Figures from the implementation reports.

- The flow ran to the end, and the final reports show no timing, DRC or antenna violations.
- The share of flip-flops with an asynchronous set or reset is 0%.
- The worst setup slack after layout is roughly 0.96 ns.
- A synthesized cell averages 9.22 sq um.
- The top-level I/O count is 16.
- The actual transition at the worst max-transition pin is 0.762 ns.
- The share of power burned in the clock network is about two fifths.
- The register bit total from synthesis reads around 83.
- Checking hold timing, the worst path is listed with class flip-flop to flip-flop.
- Ranked by total cell area, the synthesized netlist is headed by sky130_fd_sc_hd__dfxtp_1 38%, sky130_fd_sc_hd__xnor2_1 7.6%, sky130_fd_sc_hd__edfxtp_1 6.9%, sky130_fd_sc_hd__nor2_1 4.5%, sky130_fd_sc_hd__xor2_1 3.1%.
- Per the detail_route report, vias per standard cell equal between 5 and 6.
- The initial antenna violation count reads 0.
- Setup slack on the worst path after placement came out at ~0.65 ns.
- The main flop type reads sky130_fd_sc_hd__dfxtp_1.
- The element type at the critical path start is an input port.
- The end-of-flow timing check tallies setup violations at 0.
- The routed wire length is slightly above 7000 microns.
- The critical path in this run is classified as input port to flip-flop.
- The warning total across the stage logs reads 30.
- The capture instance of the worst register-to-register path is score[5]$_DFF_P_.
- Detailed placement finished with a half-perimeter wire length of approximately 5200 microns.
- The iteration tally of the first detailed-router pass is 5.
- The via count of the first global-routing pass is 2751.
- The post-synth tally of flip-flops with integrated enable is 9.
- After clock tree synthesis, the clock-pin slew on the worst setup and hold paths is 0.07 ns.
- The number of vias in the routed layout is 3002.
- The clock latency at the later pin of the worst-skew pair is 0.34 ns.
- The critical path maximum fanout is 10.
- The leakage power of the design is approximately 1.6 nW.
- Looking at the power breakdown, sequential logic takes 57.0% of the total.
- For the completed layout, the total cell area is recorded as 0.00434 sq mm.
- The clock skew after layout is around 0.0087 ns.
- The die is around 90 microns wide.
- The remaining max-slew budget at the tightest pin reads 48.5%.
- The destination of the worst hold path is time_on[0]$_DFF_P_.
- The floorplan row count is 31.
- The final-report hold violation count reads 0.
- The setup slack on the worst flop-to-flop path is 1.53 ns.
- For this run, design rule violations remaining after detail routing come to 0.
- The arrival time at the worst endpoint reads 3.51 ns.
- CTS built an H-tree with a depth of 3.
- Looking at the power breakdown, combinational cells take approximately 1.5% of the total.
- The average wire per standard cell is 13.1 microns.
- The post-placement cell area is 0.00417 sq mm.
- The cell depth of the worst min-delay path is 0.
- The fraction of the core area occupied by cells at floorplan is 52.8%.
- Setup repair after global routing left no endpoint under its margin.
- Routability-driven placement finished with a final weighted congestion of 0.873.
- The cell at the root of the clock tree is sky130_fd_sc_hd__clkbuf_8.
- Hold repair after CTS inserted 0 buffers.
- The OpenROAD report gives the critical path a required time of 4.47 ns.
- The number of cells traversed by the worst register-to-register path reads 5.
- The total routing resource utilization after global routing reads 19.3%.
- The core area reads between 0.007 and 0.008 sq mm.
- The count of instantiated cells in the yosys netlist reads 424.
- In the power breakdown, the internal column shows 0.935 mW.
- The final critical path time including I/O delays and setup reads 3.24 ns.
- OpenROAD reports that the post-layout worst path occupies 77.1% of the period.
- The number of register pins that no clock reaches reads 13.
- The first global-routing pass estimated 12500 microns of wire.
- The startpoint of the worst setup timing path is rst.
- The number of nets still failing antenna checks after routing is 0.
- The count of synthesis-stage warnings from yosys is 1.
- The fraction of layout instances using a drive strength above 1 reads 6.73%.
- Per the timing report, the most critical flop-to-flop path originates at score[9]$_DFF_P_.
- The total of buffers placed on input and output ports reads 14.
- The repair_antennas step left the layout with diodes totalling 0.
- The combined area of all synthesized cells reads 0.00391 sq mm.
- Post-CTS repair ended up resizing 0 cells.
- The most numerous logic cell after layout reads sky130_fd_sc_hd__dfxtp_1.
- TritonCTS built the clock tree.
- Per the OpenROAD power report, switching power amounts to 0.245 mW.
- The largest net degree at the start of global routing reads 15.
- The fraction of post-synthesis cell area in the top cell type by area reads 37.9%.
- The aggregate negative setup slack is 0 ns.
- The number of buffers on the longest clock path is 2.
- From bottom edge to top edge, the die measures 90.4 microns.
- The switching share of total power is 20.8%.
- The count of routing violations after the opening detailed-route iteration is 127.
- The cell taking the most area after synthesis is sky130_fd_sc_hd__dfxtp_1.
- The flow reported a cell area power density of 272 mW/mm^2.
- The count of placed standard cells in the final layout, fillers left out is about 550.
- The share of the yosys chip area belonging to registers is 44.8%.
- The origin of the worst min-delay path reads clk_one$_DFFE_PN_.
- The number of violations of the max-capacitance limit reads 0.
- The total CTS buffers is 9.
- The yosys stat chip area reads 0.00391 sq mm.
- The number of setup buffers added after CTS is 0.
- The category of the worst setup path capture point is a flip-flop.
- The overall die size recorded for this design is about 0.0082 sq mm.
- The maximum operating frequency is approximately 310 MHz.
- Across all hold checks on the routed design, the worst slack comes to 0.393 ns.
- The post-synthesis cell type count reads 60.
- The number of unconstrained endpoints reads 31.
- The placed instance count reads 530.
- The growth of design area from synthesis to finish is 11.0%.
- The global route stage reports its total congestion overflow as 0.
- The maximum vdd ir drop reads approximately 0.24 mV.
- The number of pins with negative max-slew slack in the final report reads 0.
- The synthesized instance count reads 424.
- In the layout the commonest cells are 74 x sky130_fd_sc_hd__dfxtp_1, 47 x sky130_fd_sc_hd__nor2_1, 34 x sky130_fd_sc_hd__xnor2_1.
kinds of logic (layout without fill, tap and decap cells):
| group | Yosys count | after routing | synth area share, % |
|---|---|---|---|
| mux | 8 | 8 | 2.14 |
| compound gates | 56 | 56 | 10.1 |
| other cells | 1 | 1 | 0.0959 |
| flops | 83 | 83 | 44.8 |
| fa+ha+maj | 8 | 8 | 2.56 |
| buf+inv | 35 | 57 | 3.52 |
| simple gates | 185 | 185 | 26.0 |
| xor+xnor | 48 | 48 | 10.7 |
routing by layer:
metal / track usage (%) / vias up / wire [microns]
met3: 2.74 / 7 / 236
met2: 29.7 / 42 / 3220
met1: 30.8 / 1391 / 3590
li1: - / 1562 / -
met4: 2.82 / 0 / 89
met5: 0 / - / 0
worst max-delay path by stage:
stage / endpoint / cells after the start
5_1_grt: score[5]$_DFF_P_ / 6
6_report: score[5]$_DFF_P_ / 6
4_1_cts: score[5]$_DFF_P_ / 6
sequential cells by signal (all words and copies together) (netlist names):
register,flops
anode,4
cathode,7
clk_disp,1
clk_dispdv,21
clk_one,1
clk_onedv,28
counter,2
first_move,1
move_on,1
score,16
time_on,1
critical path, stage by stage:
cell	delay [ns]
sky130_fd_sc_hd__clkdlybuf4s50_1	0.56
sky130_fd_sc_hd__or4_1	0.62
sky130_fd_sc_hd__nor4_4	0.57
sky130_fd_sc_hd__o21ai_2	0.21
sky130_fd_sc_hd__or4_1	0.52
sky130_fd_sc_hd__a211oi_2	0.18
power by group through the flow:
| stage | logic [mW] | registers (mW) | clock network (mW) |
|---|---|---|---|
| after CTS | 0.0176 | 0.672 | 0.506 |
| after global routing | 0.0197 | 0.672 | 0.535 |
| final | 0.0179 | 0.672 | 0.490 |
metrics by stage:
step                total power, mW  util, %
CTS                            1.20     58.6
finish                         1.18     58.6
detailed placement            0.705     56.2
global route                   1.23     58.6
global placement              0.705     56.2
floorplan                     0.698        -
synthesized netlist by cell type (all sizes together) (2+ instances only):
| cell type | n |
|---|---|
| a211oi | 4 |
| a21o | 3 |
| a21oi | 10 |
| a222oi | 4 |
| and2 | 4 |
| and3 | 10 |
| and4 | 7 |
| buf | 3 |
| clkbuf | 10 |
| dfxtp | 74 |
| edfxtp | 9 |
| ha | 8 |
| inv | 22 |
| mux2 | 3 |
| mux2i | 5 |
| nand2 | 25 |
| nand2b | 2 |
| nand3 | 21 |
| nand4 | 14 |
| nor2 | 47 |
| nor2b | 4 |
| nor3 | 12 |
| nor3b | 3 |
| nor4 | 9 |
| nor4b | 8 |
| o2111ai | 2 |
| o21ai | 15 |
| o22ai | 2 |
| o31ai | 2 |
| o32ai | 2 |
| or2 | 5 |
| or3 | 2 |
| or3b | 2 |
| or4 | 7 |
| or4b | 3 |
| xnor2 | 34 |
| xor2 | 14 |
area by class of cell:
type | count | area [sq um]
fillers | 665 | 3070
multi-input cells | 306 | 2020
flip-flops and latches | 83 | 1750
repair buffers | 20 | 185
clock buffers | 14 | 173
well taps | 99 | 124
inverters | 22 | 82.6
clock inverters | 1 | 5.00
Power and IR drop assume default switching activity.
