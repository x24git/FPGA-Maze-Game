File: /design/flow/config.mk
export PLATFORM = sky130hd
export DESIGN_NAME = display
export DESIGN_NICKNAME = display
export VERILOG_FILES = /design/flow/design.v
export SDC_FILE = /design/flow/constraint.sdc
export NUM_CORES = 4
export LEC_CHECK = 1
export CORE_AREA = 10 10 212 212
export DIE_AREA = 0 0 222 222
File: /design/flow/constraint.sdc
current_design display

set clk_period 6.4
set clk_io_pct 0.2

create_clock -name clk0 -period $clk_period [get_ports {clk}]

set non_clock_inputs [all_inputs -no_clocks]
set_input_delay [expr $clk_period * $clk_io_pct] -clock clk0 $non_clock_inputs
set_output_delay [expr $clk_period * $clk_io_pct] -clock clk0 [all_outputs]
File: /design/flow/design.v
`timescale 1ns / 1ps
module display(clk, maze, player_pos, reset,vga_h_sync,vga_v_sync, vga_r, vga_g, vga_b, player_end, win
    );
parameter maze_width = 20;
parameter maze_height = 20;
parameter maze_dim = 19;
parameter maze_flat = 399;
parameter maze_player_dim = 9;
parameter maze_player_dim_split = 4;
input [27:0] clk;
input [maze_flat:0] maze;
input [maze_player_dim:0] player_pos;
input reset;
output vga_h_sync;
output vga_v_sync;
input [maze_player_dim:0] player_end;
input win;
output reg [2:0] vga_r=0;
output reg [2:0] vga_g=0;
output reg [1:0] vga_b=0;
reg [maze_dim:0] maze_expand[maze_dim:0];
reg [maze_player_dim_split:0] index_i;
reg [maze_player_dim_split:0] index_j;
always@* begin
			for (index_i = 0; index_i < maze_width; index_i = index_i +1) begin
				for (index_j = 0; index_j < maze_height; index_j = index_j +1) begin
					maze_expand[index_i][index_j] = maze[index_i*maze_width+index_j];
				end
			end
end
wire inDisplayArea;
wire [9:0] CounterX;
wire [9:0] CounterY;
hvsync_generator uut (
		.clk(clk[1]), 
		.reset(reset), 
		.vga_h_sync(vga_h_sync), 
		.vga_v_sync(vga_v_sync), 
		.inDisplayArea(inDisplayArea), 
		.CounterX(CounterX), 
		.CounterY(CounterY)
	);
reg [maze_player_dim_split:0] x =0;
reg [maze_player_dim_split:0] y =0;
reg [2:0] player_x = 0;
reg [2:0] player_y = 0;
reg [maze_player_dim_split:0] player_x_end = 0;
reg [maze_player_dim_split:0] player_y_end = 0;
reg [maze_player_dim_split:0] player_x_pos = 0;
reg [maze_player_dim_split:0] player_y_pos = 0;
reg green =0;
reg blue =0;
reg red=0;
reg flash =0;
always @* begin
	player_x_end = player_end[maze_player_dim_split+maze_player_dim_split+1:maze_player_dim_split+1];
	player_y_end = player_end[maze_player_dim_split:0];
	player_x_pos = player_pos[maze_player_dim_split+maze_player_dim_split+1:maze_player_dim_split+1];
	player_y_pos = player_pos[maze_player_dim_split:0];
	if(CounterX > 80 && CounterX <560 && inDisplayArea) begin
		x = (CounterX-80)/(480/maze_width);
		y = CounterY/(480/maze_width);
		player_x = (CounterX-(x*(480/maze_width)-80)/6);
		player_y = (CounterY-(x*(480/maze_width))/6);
		if(player_x_pos == x && player_y_pos == y && player_x > 0 && player_x < 7 && player_y > 0 && player_y < 7)
			blue = 1;
		else 
			blue = 0;
		if((x == player_x_end && y == player_y_end) || (win && flash))
			red = 1;
		else
			red = 0;
		green = maze_expand[y][x];
	end
	else begin
		green = 0;
		blue = 0;
		red = 0;
	end
end
wire g = green;
wire b = blue;
wire r = red;
always @(posedge clk[1])
begin
vga_g[2:0] <= {g,g,g};
vga_r[2:0] <= {r,r,r};
vga_b[1:0] <= {b,b};
end
always @ (posedge clk[22]) begin
			flash <= ~flash;
end
endmodule
module hvsync_generator(clk, reset,vga_h_sync, vga_v_sync, inDisplayArea, CounterX, CounterY);
input clk;
input reset;
output vga_h_sync, vga_v_sync;
output inDisplayArea;
output [9:0] CounterX;
output [9:0] CounterY;
reg [9:0] CounterX =0;
reg [9:0] CounterY=0;
reg vga_HS=0;
reg vga_VS=0;
reg inDisplayArea =0;
always @(posedge clk, posedge reset)
begin
   if(reset)
      CounterX <= 0;
   else if(CounterX==10'h320)
	   CounterX <= 0;
   else
	   CounterX <= CounterX +1;
end
always @(posedge clk, posedge reset)
begin
   if(reset)
      CounterY<=0; 
   else if(CounterY==10'h209)     
      CounterY<=0;
   else if(CounterX==10'h320)     
      CounterY <= CounterY + 1;
end
always @(posedge clk)
begin
	vga_HS <= (CounterX>655 && CounterX<752); 	 
	vga_VS <= (CounterY==490 ||CounterY==491); 	 
end 
always @(posedge clk)
   if(reset)
      inDisplayArea<=0;
   else
	   inDisplayArea <= (CounterX<640) && (CounterY<480);
assign vga_h_sync = ~vga_HS;
assign vga_v_sync = ~vga_VS;
endmodule
File: /design/flow/run.sh
#!/bin/bash
# OpenROAD 26Q1-2900-gdf79404cd8, Yosys 0.63+post, stock flow scripts
make -C /OpenROAD-flow-scripts/flow DESIGN_CONFIG=/design/flow/config.mk WORK_HOME=/design/flow/orfs finish
==> results.ini <==
[worst_setup_path]
cpPeakStageDelay_ps=520
crit_required_ps=6530
path_max_fanout=5
critPathBufInv=8
path_class=reg2reg
start_kind=flop
critPathTopFamily=simple AND/OR/NAND/NOR gates
crit_arrival_ps=9160
crit_path_frequent_cell=buf_6
end_kind=flop
cpMaxStageDelayCell=or4b_1

[pwr]
p_seq_frac=0.267
ir_drop_mv=0.0580
p_sw_frac=0.173
p_switching_mw=0.111
clock_power_share=0.249
power_density_nw_per_um2=42.8
p_int_mw=0.530
p_leak_nw=5.76
p_comb_frac=0.484

[clocking]
ctsHoldBuffers=0
cts_made_buffers=3
clockBufferDepth=2
clk_pin_slew_ps=50
cts_tree=yes
htreeDepth=1
clock_latency_ps=240
cts_root_buffer=clkbuf_16

[floorplan]
fp.dieH_um=222
chip_area_sq_um=49300
core-area_sq_um=40000
num_io_pins=460
fp.dieW_um=222
fp_util=0.195
fp-row-count=73

[flow_run]
warnings=93
maxCapViolCount=0

[drt]
postRouteAntennaNets=0
totalWireLength_um=59900
met1_length_um=22000
drc_errors=0
wl_met2_um=30200
dr.pass1.iters=6
top_layer_used=met5
vias_per_cell=5.30
vias=12000
wl_per_cell_um=26.6
drt_iter0_drc=1114
met3WireLength_um=4530

[synthesis]
ys_async_sr_fraction=0.741
netlist_area_sq_um=7790
synth_seq_share=0.0822
top_area_frac=0.0722
edf_count=0
ys_cells=1102
syn_avg_cell_area_sq_um=7.07
area_leaders=a22oi_1, dfrtp_1, ha_1, nor2_1, xnor2_1
ys_area_sq_um=7790
ys.flop_type=dfrtp_1
synth_cell_type_count=105
synth_cells=1102
synth_area_leader_cell=a22oi_1
ys_ff=27
ys_warn_count=3

[grt]
gr-total-overflow=0
antenna_found_initial=27
grt_pass1_vias=11900
grt_max_degree=24
grt_pass1_wl_um=85000
grt.total_usage=0.232

[cells_and_area]
post-route-util=0.374
fin_cells=2254
area_growth_pct=92.2
fillers=4097
drive_above_1_share=0.229

[sta]
report.final.slew_viol_count=0
setup_viol=1
finalCriticalPeriod_ps=9030
hold_ws_ps=254
rsz0062_at_grt=true
setup_tns_ps=-2630
slew_headroom=0.412
hold_viol_final=0
max_freq_mhz=111
worst_slew_pin_slew_ps=879
fin_ws_ps=-2630
skew_ps=237
finalCritPeriodShare=1.41

[placement]
place.gp.congestion=1.06
io_buffers=432
hpwl_um=51800
placedCellCount=2214

[run_status]
status=finished, violations left
failed_checks=setup timing

[min_path]
hold_class=reg2reg

## cells by family after synthesis
| kind of cell | count (synthesis) | share of synthesized area |
|---|---|---|
| simple gates | 399 | 0.266 |
| xor+xnor | 61 | 0.0695 |
| buf+inv | 117 | 0.0641 |
| mux | 19 | 0.0246 |
| flops | 27 | 0.0822 |
| compound gates | 437 | 0.425 |
| fa+ha+maj | 42 | 0.0690 |
## state kept, by name, indices dropped and copies added (netlist names)
| name | flops |
|---|---|
| flash | 1 |
| uut.CounterX | 10 |
| uut.CounterY | 10 |
| uut.inDisplayArea | 1 |
| uut.vga_HS | 1 |
| uut.vga_VS | 1 |
| vga_b | 1 |
| vga_g | 1 |
| vga_r | 1 |
## cell type report
cell class | count | area (sq um) | area share
well taps | 525 | 657 | 0.0439
multi-input cells | 958 | 7120 | 0.475
inverters | 34 | 140 | 0.00936
diodes | 20 | 50.0 | 0.00334
repair buffers | 686 | 6270 | 0.418
clock inverters | 1 | 30.0 | 0.00200
clock buffers | 3 | 75.1 | 0.00501
flip-flops and latches | 27 | 642 | 0.0428
## stage by stage
| stage | power [mW] | setup WS (ps) | instance area (sq um) |
|---|---|---|---|
| 3_3_place_gp | 0.482 | -2670 | 14400 |
| 6_report | 0.641 | -2630 | 15000 |
| 5_1_grt | 0.694 | -3100 | 15000 |
| 3_5_place_dp | 0.480 | -2740 | 14400 |
| 2_1_floorplan | 0.191 | -3280 | 8010 |
| 4_1_cts | 0.675 | -2590 | 14700 |
## placed cells by master (no fill, tap or decap), drive strengths merged, types with 12 or more instances in the layout
cell	instances
a222oi	31
ha	35
xor2	21
or3	13
and3	15
buf	254
a21oi	66
nand4	37
inv	31
nand3	36
clkdlybuf4s50	432
nor4	19
o211ai	22
a221oi	25
mux2i	18
a211oi	17
nor2	108
nor3	31
o21ai	55
a21o	12
dfrtp	20
diode	20
nand2	84
a22o	19
xnor2	40
a22oi	75
## worst reg2reg max path, delay by kind of cell, from the launching register on
kind,cells,cell delay (ps)
XOR/XNOR,2,290
adder cells (fa/ha/maj),6,1510
multiplexers,1,60
buffers and inverters,8,730
AND-OR/OR-AND,14,2850
AND/OR/NAND/NOR,15,3070
flip-flops,1,430
## Yosys cell counts (12+ instances only)
cell / n
nor2_1: 106
nand2_1: 83
a22oi_1: 75
a21oi_1: 64
clkbuf_1: 60
o21ai_0: 49
xnor2_1: 39
nand3_1: 36
ha_1: 35
nand4_1: 35
a222oi_1: 31
inv_1: 30
nor3_1: 29
a221oi_1: 24
xor2_1: 21
dfrtp_1: 20
a22o_1: 19
o211ai_1: 19
mux2i_1: 18
nor4_1: 16
and3_1: 15
a211oi_1: 14
a21o_1: 12
or3_1: 12
## timing repair
action	4_1_cts	5_1_grt
gates resized	19	45
endpoints found under the setup margin	1	2
buffers inserted	5	11
pin swaps	22	40
## routing by layer
| metal | vias up | GRT usage |
|---|---|---|
| met5 | - | 0 |
| met4 | 16 | 0.100 |
| met3 | 123 | 0.0542 |
| met2 | 576 | 0.408 |
| met1 | 5641 | 0.263 |
| li1 | 5598 | - |
## path summary, 6_finish.rpt
kind | startpoint | to | slack [ps] | depth (start not counted)
setup / recovery | uut.CounterX[4]$_DFF_PP0_ | vga_b[0]$_SDFF_PN0_ | -2630 | 46
hold / removal | flash$_DFF_P_ | vga_r[0]$_SDFF_PN0_ | 250 | 2
setup reg to reg | uut.CounterX[4]$_DFF_PP0_ | vga_b[0]$_SDFF_PN0_ | -2630 | 46
hold reg to reg | flash$_DFF_P_ | vga_r[0]$_SDFF_PN0_ | 250 | 2
max in group asynchronous | reset | uut.CounterX[4]$_DFF_PP0_ | 4320 | 2
min in group asynchronous | reset | uut.CounterY[2]$_DFFE_PP0P_ | 1530 | 2
## power by group through the flow
| stage | registers, mW | logic (mW) | clock network, mW |
|---|---|---|---|
| after CTS | 0.170 | 0.309 | 0.196 |
| after global routing | 0.170 | 0.323 | 0.201 |
| final | 0.171 | 0.310 | 0.160 |
Power figures rest on the tool's default switching activity, not on a simulated workload.
